==> design.v <==
module SignedExtender(
  input logic [31:0] Instruction,
  input logic [31:0] PC,
  output logic [31:0] output_extended_I_type,
  output logic [31:0] output_extended_S_type,
  output logic [31:0] output_extended_SB_type,
  output logic [31:0] output_extended_U_type,
  output logic [31:0] output_extended_UJ_type
);
logic [11:0] bits_20_to_31; 
  always_comb begin
    bits_20_to_31 = Instruction[31:20];
    output_extended_I_type = { {20{bits_20_to_31[11]}}, bits_20_to_31 };
  end
logic [6:0] bits_24_to_31; 
logic [4:0] bits_7_to_11; 
  always_comb begin
    bits_24_to_31 = Instruction[31:25]; 
    bits_7_to_11 = Instruction[11:7]; 
    output_extended_S_type = { {20{bits_24_to_31[6]}}, bits_24_to_31 , bits_7_to_11  };
  end
logic  bit_31;
logic  bit_0;
logic  bit_7;      
logic [5:0] bits_24_to_30; 
logic [3:0]bits_8_to_11; 
logic [31:0] extended_SB_type;
localparam zero = 0;
  always_comb begin
    bit_31 = Instruction[31];
    bit_7 =  Instruction[7];
    bit_0 = zero;
    bits_24_to_30 = Instruction[30:25]; 
    bits_8_to_11 = Instruction[11:8]; 
    extended_SB_type = {{20{bit_31}},  bit_7 ,bits_24_to_30 , bits_8_to_11 , bit_0};
    output_extended_SB_type = (extended_SB_type + PC);
  end
logic [19:0] bits_12_to_31; 
logic [31:0] extended_U_type;
  always_comb begin
    bits_12_to_31 = Instruction[31:12]; 
    extended_U_type = {{12{bit_0}} , bits_12_to_31};
    output_extended_U_type = (extended_U_type << 12 );
  end
logic  bit_22;
logic [9:0] bits_21_to_30; 
logic [7:0]bits_12_to_23; 
logic [31:0] extended_UJ_type;
  always_comb begin
    bit_22 =  Instruction[22];
    bits_21_to_30 = Instruction[30:21]; 
    bits_12_to_23 = Instruction[23:12]; 
    extended_UJ_type = {{12{bit_31}}, bits_12_to_23 ,  bit_22 ,bits_21_to_30, bit_0};
    output_extended_UJ_type = (extended_UJ_type + PC);
  end
endmodule
==> run.sh <==
#!/bin/bash
# OpenROAD 26Q1-2900-gdf79404cd8, Yosys 0.63+post, stock flow scripts
make -C /OpenROAD-flow-scripts/flow DESIGN_CONFIG=/design/flow/config.mk WORK_HOME=/design/flow/orfs finish
==> config.mk <==
export PLATFORM = sky130hd
export DESIGN_NAME = SignedExtender
export DESIGN_NICKNAME = SignedExtender
export VERILOG_FILES = /design/flow/design.v
export SDC_FILE = /design/flow/constraint.sdc
export NUM_CORES = 4
export LEC_CHECK = 1
export CORE_AREA = 10 10 124 124
export DIE_AREA = 0 0 134 134
==> constraint.sdc <==
current_design SignedExtender

set clk_period 7.4
set clk_io_pct 0.2

create_clock -name clk0 -period $clk_period

set non_clock_inputs [all_inputs -no_clocks]
set_input_delay [expr $clk_period * $clk_io_pct] -clock clk0 $non_clock_inputs
set_output_delay [expr $clk_period * $clk_io_pct] -clock clk0 [all_outputs]
==> qor_table.md <==
| Stage | Parameter | This run |
|:---|:---|:---|
| cells and area | Multi-input combinational cell area | 2530 um2 |
| timing | Achievable Freq | 156 MHz |
| cells and area | Register area | 0 um2 |
| cells and area | FF+latch count | 0 |
| synthesis | Synthesized instance count | 470 |
| drt | Number of DRC markers after the initial detailed-route iteration | 153 |
| drt | Total number of vias | 3369 |
| power and ir drop | Switch share | 39.3% |
| global route | Initial antenna violation count | 0 |
| placement | Port Buffers | 199 |
| critical path | Startpoint types | primary input |
| power and ir drop | Part of the total power dissipated in the clock network | 0% |
| floorplan | Die height | 134 um |
| outcome | Run status | completed |
| drt | Post-detailed-route via-to-cell ratio | 4.57 |
| synthesis | Avg Cell Area, Syn | 7.12 um2 |
| clock tree | Cells resized by post-CTS repair | 0 |
| synthesis | XOR/XNOR Fraction of Synth Area | 14.1% |
| timing | Tightest Pin Transition | 0.519 ns |
| cells and area | Relative area change from synthesis to final layout | 43.1% |
| floorplan | Total I/O pin count | 224 |
| critical path | Largest fanout on the critical path | 6 |
| hold path | Hold-critical path depth | 0 |
| timing | Setup repair after global routing missed its margin | false |
| drt | Number of detailed-routing iterations run before antenna repair | 4 |
| synthesis | Yosys cell count | 470 |
| hold path | Worst Min Path Start | PC[0] |
| power and ir drop | Power share of the combinational group | 100.0% |
| run | Tool warning count | 39 |
| synthesis | Summed standard-cell area reported by yosys | 3350 um2 |
| hold path | End point of the worst hold path | output_extended_SB_type[0] |
| global route | Global-route wire length before repair | 18.1 mm |
| global route | Vias in the first global route | 3395 |
| placement | Detailed-placement wirelength estimate | 10.4 mm |
| global route | Global-route total usage across every layer | 12.1% |
| floorplan | Rows | 41 |
| run | Max-capacitance violation count | 0 |
| timing | Post-route fraction of the period consumed by the critical path | 86.6% |
| global route | Largest net degree at the start of global routing | 45 |
| critical path | WS Path Type | in2out |
| placement | Gpl congestion | 0.842 |
| synthesis | Compound Share, Synth | 28.3% |
| synthesis | Number of unique standard cell types used by synthesis | 56 |
| cells and area | Layout filler cell count | 1311 |
| timing | Final count of hold timing violations | 0 |
| timing | Slew HR | 65.0% |
| drt | Detail Route Antenna Nets | 0 |
| floorplan | Die ar. | 18000 um2 |
| drt | Antenna diode count | 0 |
| drt | DR WL/cell | 15.9 um |
| clock tree | CTS hold repair buffers | 0 |
| clock tree | Setup fix buffers added after clock tree synthesis | 0 |
| critical path | Critical Path End Type | primary output |
| critical path | Worst EP arrival | 4.93 ns |
| timing | Slack of the critical path | 0.991 ns |
| power and ir drop | Pwr dens | 98.6 nW/um2 |
| synthesis | Top non-seq family | AND-OR/OR-AND gates |
| floorplan | Die X | 134 um |
| synthesis | Post-Syn Area | 3350 um2 |
| power and ir drop | Worst VDD drop | 39.7 uV |
| power and ir drop | Leakage power | 0.00195 uW |
| synthesis | Simple-Gate Area Share | 13.9% |
| timing | Slew Viols, Final | 0 |
| drt | Drt drc | 0 |
| timing | Setup tns final | 0 ns |
| power and ir drop | Sequential group share of total power | 0% |
| drt | DRT Wirelength | 11.7 mm |
| global route | Overflow left after global routing | 0 |
| synthesis | Adder-Cell Fraction of Synth Area | 17.3% |
| cells and area | Fraction of layout instances using a drive strength above 1 | 2.12% |
| synthesis | Post-synth mux share | 0.673% |
| placement | Setup WS pre-CTS | 0.980 ns |
| floorplan | Initial Utilization | 26.4% |
| power and ir drop | Internal power | 286 uW |
| floorplan | Placeable core area | 12700 um2 |
| synthesis | Share of the yosys chip area belonging to registers | 0% |
| timing | Setup Viol. Count Final | 0 |
| cells and area | Number of clock buffers in the layout | 0 |
| critical path | Crit path required time | 5.92 ns |
| hold path | Worst min path class | in2out |
| power and ir drop | Reported net switching power | 186 uW |
| timing | Shortest period the worst path allows | 6.41 ns |
| synthesis | Count of yosys warnings during synthesis | 1 |
==> how the worst max path moves through the flow <==
stage | cells after the start | start | slack [ns] | end
after CTS | 12 | Instruction[21] | 0.96 | output_extended_UJ_type[31]
after global routing | 12 | Instruction[21] | 0.81 | output_extended_UJ_type[31]
final | 12 | Instruction[21] | 0.99 | output_extended_UJ_type[31]
==> cell usage after synthesis, types with 2 or more instances <==
cell type | number | area [um2]
sky130_fd_sc_hd__buf_2 | 6 | 30.0
sky130_fd_sc_hd__nor2b_1 | 4 | 25.0
sky130_fd_sc_hd__o211ai_1 | 3 | 22.5
sky130_fd_sc_hd__a21o_1 | 20 | 150
sky130_fd_sc_hd__inv_1 | 14 | 52.6
sky130_fd_sc_hd__buf_4 | 98 | 736
sky130_fd_sc_hd__o21a_1 | 3 | 22.5
sky130_fd_sc_hd__nand4_1 | 7 | 43.8
sky130_fd_sc_hd__or3_1 | 4 | 25.0
sky130_fd_sc_hd__xor2_1 | 12 | 105
sky130_fd_sc_hd__a211oi_1 | 4 | 30.0
sky130_fd_sc_hd__ha_1 | 43 | 538
sky130_fd_sc_hd__nand2_1 | 34 | 128
sky130_fd_sc_hd__a21oi_1 | 53 | 265
sky130_fd_sc_hd__o21bai_1 | 14 | 105
sky130_fd_sc_hd__mux2_1 | 2 | 22.5
sky130_fd_sc_hd__o31ai_1 | 2 | 15.0
sky130_fd_sc_hd__a31oi_1 | 5 | 31.3
sky130_fd_sc_hd__o21ai_1 | 9 | 45.0
sky130_fd_sc_hd__a21oi_2 | 2 | 17.5
sky130_fd_sc_hd__nor3_1 | 7 | 35.0
sky130_fd_sc_hd__nand2b_1 | 2 | 12.5
sky130_fd_sc_hd__o21ai_2 | 2 | 17.5
sky130_fd_sc_hd__clkbuf_1 | 11 | 41.3
sky130_fd_sc_hd__xnor2_1 | 42 | 368
sky130_fd_sc_hd__o21ai_0 | 5 | 25.0
sky130_fd_sc_hd__nor2_1 | 29 | 109
sky130_fd_sc_hd__fa_1 | 2 | 40.0
sky130_fd_sc_hd__nand3_1 | 4 | 20.0
==> layout make-up <==
| class | instances | area share, % |
|---|---|---|
| Multi-Input combinational cell | 352 | 52.8 |
| Timing Repair Buffer | 200 | 41.6 |
| Tap cell | 172 | 4.49 |
| Inverter | 14 | 1.10 |
==> metrics by stage <==
| step | instance area [um2] | hold slack [ns] | instances | util [%] | total power [uW] |
|---|---|---|---|---|---|
| 2_1_floorplan | 3390 | 3.03 | 481 | - | 230 |
| 3_3_place_gp | 4790 | 2.96 | 738 | 37.8 | 481 |
| 3_5_place_dp | 4790 | 2.96 | 738 | 37.8 | 480 |
| 4_1_cts | 4790 | 2.96 | 738 | 37.8 | 483 |
| 5_1_grt | 4790 | 2.96 | 738 | 37.8 | 523 |
| 6_report | 4790 | 2.96 | 738 | 37.8 | 472 |
==> logic make-up after synthesis <==
kind of cell	after synthesis
AND-OR/OR-AND	139
XOR/XNOR	54
adder cells (fa/ha/maj)	45
buffers and inverters	129
multiplexers	2
other	1
AND/OR/NAND/NOR	100
==> layout by cell type (no fill, tap or decap), types with 3 or more instances in the layout <==
master                              n
sky130_fd_sc_hd__a211oi_1           4
sky130_fd_sc_hd__a21o_1            20
sky130_fd_sc_hd__a21oi_1           53
sky130_fd_sc_hd__a31oi_1            5
sky130_fd_sc_hd__clkdlybuf4s50_1  198
sky130_fd_sc_hd__conb_1            12
sky130_fd_sc_hd__ha_1              43
sky130_fd_sc_hd__inv_1             14
sky130_fd_sc_hd__nand2_1           34
sky130_fd_sc_hd__nand3_1            4
sky130_fd_sc_hd__nand4_1            7
sky130_fd_sc_hd__nor2_1            29
sky130_fd_sc_hd__nor2b_1            4
sky130_fd_sc_hd__nor3_1             7
sky130_fd_sc_hd__o211ai_1           3
sky130_fd_sc_hd__o21a_1             3
sky130_fd_sc_hd__o21ai_0            5
sky130_fd_sc_hd__o21ai_1            9
sky130_fd_sc_hd__o21bai_1          14
sky130_fd_sc_hd__or3_1              4
sky130_fd_sc_hd__xnor2_1           42
sky130_fd_sc_hd__xor2_1            12
==> power by group through the flow <==
stage     Sequential, uW  Combinational, uW  Clock, uW
4_1_cts                0                483          0
5_1_grt                0                523          0
6_report               0                472          0
==> layer usage <==
metal  share of wire, %  wire length [um]  track usage, %
met4               0.20                23           0.242
met2                 49              5760            22.1
met5                  0                 0               0
met1                 44              5110            14.9
met3                7.0               815            2.92
==> worst max-delay path, cell delays in order <==
cell	delay, ns
sky130_fd_sc_hd__clkdlybuf4s50_1	0.52
sky130_fd_sc_hd__ha_1	0.25
sky130_fd_sc_hd__fa_1	0.24
sky130_fd_sc_hd__a21o_1	0.13
sky130_fd_sc_hd__a21oi_1	0.10
sky130_fd_sc_hd__o21ai_1	0.20
sky130_fd_sc_hd__a21oi_1	0.12
sky130_fd_sc_hd__o41ai_2	0.57
sky130_fd_sc_hd__a21oi_2	0.22
sky130_fd_sc_hd__o21a_1	0.26
sky130_fd_sc_hd__o311ai_1	0.28
sky130_fd_sc_hd__clkdlybuf4s50_1	0.53
Power and IR drop assume default switching activity.
