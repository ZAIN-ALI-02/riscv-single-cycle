--- flow/config.mk ---
export PLATFORM = sky130hd
export DESIGN_NAME = ALU
export DESIGN_NICKNAME = ALU
export VERILOG_FILES = /design/flow/design.v
export SDC_FILE = /design/flow/constraint.sdc
export NUM_CORES = 4
export LEC_CHECK = 1
export CORE_UTILIZATION = 30
--- flow/constraint.sdc ---
current_design ALU

set clk_period 17.8
set clk_io_pct 0.2

create_clock -name clk0 -period $clk_period

set non_clock_inputs [all_inputs -no_clocks]
set_input_delay [expr $clk_period * $clk_io_pct] -clock clk0 $non_clock_inputs
set_output_delay [expr $clk_period * $clk_io_pct] -clock clk0 [all_outputs]
--- flow/run.sh ---
#!/bin/bash
# OpenROAD 26Q1-2900-gdf79404cd8, Yosys 0.63+post, stock flow scripts
make -C /OpenROAD-flow-scripts/flow DESIGN_CONFIG=/design/flow/config.mk WORK_HOME=/design/flow/orfs finish
--- flow/design.v ---
module ALU(
  input [31:0] operand_a_alu,   
  input [31:0] operand_b_alu,   
  input [3:0] operation_alu,
  output logic [31:0] result_alu
);
  always_comb begin
    case (operation_alu)
      4'b0000:  
        begin
          result_alu = operand_a_alu + operand_b_alu;
        end
      4'b0110:  
        begin
          result_alu = operand_a_alu - operand_b_alu;
        end
      4'b0001:  
        begin
          result_alu = operand_a_alu & operand_b_alu;
        end
      4'b0010:  
        begin
          result_alu = operand_a_alu | operand_b_alu;
        end
      4'b1011:  
        begin
          result_alu = operand_a_alu ^ operand_b_alu;
        end
        4'b0100:  
        begin
          result_alu = operand_a_alu << operand_b_alu[4:0];
        end
        4'b1010:  
        begin
          result_alu = operand_a_alu >> operand_b_alu[4:0];
        end
        4'b1100:  
        begin
          result_alu = $signed (operand_a_alu) >>> $signed (operand_b_alu[4:0]);
        end
        4'b1000:  
        begin
        if ($signed(operand_a_alu) < $signed(operand_b_alu))begin
          result_alu[31:1] = 0;
          result_alu[0] = 1;
          end
        else
        begin
          result_alu[0] = 0;
          result_alu[31:1] = 0;
          end
        end
        4'b0011:  
        begin
        if (operand_a_alu < operand_b_alu)
        begin
          result_alu[31:1] = 0;
          result_alu[0] = 1;
          end
        else
        begin
            result_alu[0] = 0;
            result_alu[31:1] = 0;
            end
        end
      default:
        begin
          result_alu = 32'b0;
        end
    endcase
  end
endmodule
==> run notes <==
Update from the flow run.

Each instance of the synthesized netlist takes up on average 6.66 sq um. The leakage power in the latest report is 4.09 nW. The critical path data arrival time is 7.82 ns. Per the Yosys statistics, synthesis produced 1317 cells. The total die area is 29900 sq um. Using the TritonRoute via totals, the vias-per-cell ratio works out to 6.21.

The portion of the clock cycle consumed by the worst path in the final layout is 64.0%. The register area share after synthesis is 0%. Counting I/O delays and the setup requirement, the final critical path takes 11.38 ns. The wire length of the first global-routing pass is 60600 um. The achievable clock frequency is 0.0878 GHz. The met2 usage is 39.2%. The maximum single-stage delay on the critical path is 0.53 ns. Dividing the detail-routed wire length by the instance count gives 23.5 um. For this design the total switching power over the nets is 0.000189 W. The number of max-slew violations in the final report is 0.

The total number of warnings across the stage logs is 98. The part of the power in registers is 0%. The pin closest to its max-slew limit shows a slew of 0.839 ns.

The post-detailed-placement half-perimeter wirelength is 31300 um. The worst setup path is launched from a primary input. The buffer_ports step reported a buffer count of 100.

The cell with the largest stage delay on the worst path is ha_1. In this run the critical path is formed by buf_2 -> buf_4 -> inv_1 -> ha_1 -> o211ai_1 -> o211ai_1 -> a41oi_2 -> a21oi_2 -> o21a_1 -> o221ai_1 -> or3_1 -> o31ai_1 -> clkdlybuf4s50_1. After global routing the overflow that remains totals 0. Once the clock tree was built, the setup fixing pass inserted 0 buffers. Adding up every negative setup slack in the final design gives 0 ns. Per the post-route antenna check, the number of violating nets is 0. The critical path required time is 14.24 ns.

The remaining design rule violation count is 0. The sequential cell area is 0 sq um. In the final layout, the clock buffer count is 0. In this run the horizontal extent of the chip is 173 um. The final cell utilization of the core is 34.6%. The most prevalent standard cell on the critical path is o211ai_1. The number of global-route vias before repair was 9581. Of the cells placed in the final design, the portion with a size suffix greater than 1 is 7.37%. Hold repair after CTS inserted 0 buffers. The synthesized instance count is 1317. Counting only logic cells after layout, the most numerous master is nor2_1. Across all hold checks on the routed design, the worst slack comes to 8.31 ns.

The sequential cell count of the final layout is 0. The worst-case max-slew headroom was logged as 42.6%. Warnings reported by Yosys during synthesis add up to 1. Per the OpenROAD floorplan log, the height of the die is 173 um. The routed layout has 10600 vias. The placer's final routability congestion estimate is 1.04. The run finished with clean final reports. The first detailed-routing pass took 5 iterations.

The endpoint type of the worst setup path is an output port. The share of power burned in the clock network is 0%. The number of placed I/O pins is 100.

Leaving out fill and tap cells, the most frequent cells in the layout are nor2_1, a21oi_1, nand2_1. The overall global routing resource usage is 26.4%. The met3 track demand over resource in global routing is 3.52%. The floorplan-stage core utilization is 30.6%.

The initial antenna violation count is 0. The script computed a power per unit cell area of 31.5 nW/um^2. The power report shows net switching accounting for 60.4% of the total. The yosys synthesis chip area is 8770 sq um.

The most crowded layer after global routing is met1. The antenna diode count is 0. The worst hold-check path type is in -> out. The kind of critical path is in -> out. The netlist area before placement is 8770 sq um.

The number of standard-cell rows in the floorplan is 62. The cell type group with the largest total delay on the critical path is AND-OR/OR-AND gates. Setup repair after global routing left no endpoint under its margin.

The total routed wirelength is 40300 um. The relative area change from synthesis to final layout is 13.2%. After floorplanning, the core was sized to cover 28700 sq um. The largest driver fanout on the critical path is 53. The final timing report counts setup violations totalling 0. The unique cell type count in the Yosys netlist is 95. Per report_power, the combinational group accounts for 100.0% of the total. Entering global routing, the biggest net connects 69 pins. The count of cells resized by post-cts repair is 0. The violation count after the first detailed-routing iteration is 1202. Global routing consumed, on the met1 layer, 41.0% of the routing resources. The cell-internal power is 0.000124 W. The worst path buffer plus inverter count is 4. In the final report, the number of hold violations comes to 0. The maximum resistive drop on vdd is 0.0104 mV. The number of maximum-capacitance violations recorded for the run is 0.
## stage by stage
step	cell area (sq um)	worst slack (ns)	total power [W]	std cells
5_1_grt	9930	6.07	0.000336	1714
3_3_place_gp	9930	6.51	0.000307	1714
2_1_floorplan	8770	7.42	0.000190	1317
4_1_cts	9930	6.48	0.000306	1714
3_5_place_dp	9930	6.51	0.000305	1714
6_report	9930	6.42	0.000313	1714
## power by group through the flow
stage	sequential (W)	clock, W	combinational, W
finish	0	0	0.000313
global route	0	0	0.000336
CTS	0	0	0.000306
## routing by layer
layer,wire [um],vias to the layer above
met5,0,-
met3,3870,51
met4,836,0
li1,-,4958
met2,17200,620
met1,18400,5007
## cell families after synthesis
kind of cell	count (synthesis)	synth area share, %
adders and majority gates	100	14.4
AOI/OAI and AO/OA	490	38.5
xor gates and xnor gates	3	0.300
buffers and inverters	198	9.40
muxes	103	15.0
and+or+nand+nor	423	22.3
## synth_stat cells (18+ instances only)
cell      instances  area, sq um
nor2_1          163          612
a21oi_1         118          591
nand2_1         113          424
ha_1             98         1230
o21ai_0          95          475
inv_1            89          334
mux2i_1          63          631
clkbuf_1         58          218
nor3_1           33          165
buf_2            32          160
o211ai_1         28          210
a221oi_1         25          219
nand3_1          23          115
mux4_2           21          473
a211oi_1         19          143
o22ai_1          18          113
## final timing paths
kind	from	end	slack, ns	depth (start not counted)
max	operand_b_alu[4]	result_alu[31]	6.42	13
min	operand_b_alu[5]	result_alu[5]	8.31	5
## area by class of cell
type | instances | area, sq um
timing repair buffer | 120 | 1130
inverter | 91 | 342
tap | 384 | 480
multi-input combinational | 1119 | 7980
fill | 3132 | 18800
No activity file was given, so power comes from the tool's default toggle rates.
