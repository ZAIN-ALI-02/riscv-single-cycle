<file path="flow/run.sh">
#!/bin/bash
# OpenROAD 26Q1-2900-gdf79404cd8, Yosys 0.63+post, stock flow scripts
make -C /OpenROAD-flow-scripts/flow DESIGN_CONFIG=/design/flow/config.mk WORK_HOME=/design/flow/orfs finish
</file>
<file path="flow/config.mk">
export PLATFORM = sky130hd
export DESIGN_NAME = Top_Control_Decoder
export DESIGN_NICKNAME = Top_Control_Decoder
export VERILOG_FILES = /design/flow/design.v
export SDC_FILE = /design/flow/constraint.sdc
export NUM_CORES = 4
export LEC_CHECK = 1
export CORE_AREA = 10 10 70 70
export DIE_AREA = 0 0 80 80
</file>
<file path="flow/constraint.sdc">
current_design Top_Control_Decoder

set clk_period 4.8
set clk_io_pct 0.2

create_clock -name clk0 -period $clk_period

set non_clock_inputs [all_inputs -no_clocks]
set_input_delay [expr $clk_period * $clk_io_pct] -clock clk0 $non_clock_inputs
set_output_delay [expr $clk_period * $clk_io_pct] -clock clk0 [all_outputs]
</file>
<file path="flow/design.v">
module ControlDecoder (
  input  logic  R , I , I_load , I_jalr , S , SB , U_auipc , U_lui , UJ_jal , Func_7,
  input  logic  [2:0] Func_3,
  output logic REG_write , Branch , Store , Men_2_Reg , operand_B , 
  output logic [1:0] operand_A , IMM_Selector , Next_pc,
  output logic [2:0] ALU,
  output logic [3:0] ALU_Selector
);
localparam  zero = 0  ;
logic op_B ,jal_jalr  , branch_auipc; 
logic i_type;
always_comb begin
    REG_write = (R | I | I_load | I_jalr  | U_auipc | U_lui | UJ_jal) ; 
    Branch = SB ;
    Store = S ;
    Men_2_Reg = I_load ;
    op_B =  (U_auipc | U_lui);
    operand_B = (S | I | SB | op_B) ;
    jal_jalr = (I_jalr | UJ_jal) ;
    operand_A [0] = (zero | jal_jalr) ;
    operand_A [1] = (zero | U_auipc) ;
    branch_auipc = (U_lui | U_auipc) ;
    i_type =  (I | I_load | I_jalr);
    IMM_Selector [0] = (~i_type) & (~branch_auipc) ;
    IMM_Selector [1] = (~i_type) & (~S) ;
    Next_pc [0] = (UJ_jal | Branch) ;
    Next_pc [1] = (I_jalr | Branch) ;
    ALU [0] = (I_jalr | UJ_jal | U_auipc | I) ;
    ALU [1] = (I_jalr | UJ_jal | I_load | U_lui) ;
    ALU [2] = (S | UJ_jal | U_lui | U_auipc) ;
    ALU_Selector [3] = (((~ALU[2]) & (~ALU[1]) & (~Func_3[2]) & Func_3[1] & (~Func_3[0])) | ((~ALU[2]) & (~ALU[1]) & Func_3[2] & (~Func_3[1]) ) | (ALU[0] & ALU[1]) );
    ALU_Selector [2] = (((~ALU[2]) & (~ALU[1]) & (~ALU[0]) & Func_7) | ((~ALU[2]) & (~ALU[1]) & (~Func_3[2]) & (~Func_3[1]) & Func_3[0] ) | ((~ALU[2]) & (~ALU[1]) & Func_3[0] & (~Func_3[1]) & Func_7) | (ALU[0] & ALU[1]));
    ALU_Selector [1] = (((~ALU[2]) & (~ALU[1]) & (~ALU[0]) & (~Func_3[2])  & Func_7 ) | ((~ALU[2]) & (~ALU[1]) & (~Func_3[2]) & Func_3[1] & Func_3[0]) | ((~ALU[2]) & (~ALU[1]) & Func_3[2] & (~Func_3[1])  & (~Func_7)) | ((~ALU[2]) & (~ALU[1]) & Func_3[2] & (~Func_3[0])) | (ALU[1] & ALU[0])) ;
    ALU_Selector [0] = (((~ALU[2]) & (~ALU[1]) & Func_3[1] & Func_3[0] ) | ((~ALU[2]) & (~ALU[1]) & Func_3[2] & (~Func_3[1]) & (~Func_3[0])) | (ALU[1] & ALU[0]));
end
endmodule
module Top_Control_Decoder (
 input   logic [6:0] instruction,
  input  logic  Func_7,
  input  logic  [2:0] Func_3,
  output logic REG_write , Branch , Store , Men_2_Reg , operand_B , 
  output logic [1:0] operand_A , IMM_Selector , Next_pc,
  output logic [2:0] ALU,
  output logic [3:0] ALU_Selector
);
logic  R , I , I_load , I_jalr , S , SB , U_auipc , U_lui , UJ_jal ;
InstructionDecoder uut_InstructionDecoder (
    .instruction(instruction),
    .R(R),
    .I(I),
    .I_load(I_load),
    .I_jalr(I_jalr),
    .S(S),
    .SB(SB),
    .U_auipc(U_auipc),
    .U_lui(U_lui),
    .UJ_jal(UJ_jal)
);
ControlDecoder uut_ControlDecoder(
    .Func_7(Func_7),
    .Func_3(Func_3),
    .REG_write(REG_write), 
    .Branch(Branch),  
    .Store(Store),  
    .Men_2_Reg(Men_2_Reg),  
    .operand_B(operand_B),
    .operand_A(operand_A), 
    .IMM_Selector(IMM_Selector), 
    .Next_pc(Next_pc),
    .ALU(ALU),
    .ALU_Selector(ALU_Selector),
    .R(R),
    .I(I),
    .I_load(I_load),
    .I_jalr(I_jalr),
    .S(S),
    .SB(SB),
    .U_auipc(U_auipc),
    .U_lui(U_lui),
    .UJ_jal(UJ_jal)
);
endmodule
module InstructionDecoder (
  input  logic [6:0] instruction,
  output logic  R , I , I_load , I_jalr , S , SB , U_auipc , U_lui , UJ_jal
);
  always @(*) begin
               R = 0 ; 
               I = 0 ; 
               I_load = 0 ; 
               I_jalr = 0 ; 
               S = 0 ; 
               SB = 0 ; 
               U_auipc = 0 ; 
               U_lui = 0 ; 
               UJ_jal = 0 ;
    case (instruction)
      7'b0110011: R          = 1'b1;                
      7'b0010011: I          = 1'b1;     
      7'b0000011: I_load     = 1'b1;     
      7'b1100111: I_jalr     = 1'b1;     
      7'b0100011: S          = 1'b1;     
      7'b1100011: SB         = 1'b1;     
      7'b0010111: U_auipc    = 1'b1;     
      7'b0110111: U_lui      = 1'b1;     
      7'b1101111: UJ_jal     = 1'b1;     
      default:  begin
               R = 0 ; 
               I = 0 ; 
               I_load = 0 ; 
               I_jalr = 0 ; 
               S = 0 ; 
               SB = 0 ; 
               U_auipc = 0 ; 
               U_lui = 0 ; 
               UJ_jal = 0 ;
               end
    endcase
  end
endmodule
</file>
==> flow_summary.yaml <==
# physical design summary
timing:
  drv_slew: 0
  hold_ws_ns: 2.95
  fin_crit_ns: 3.98
  max-slew-margin-rel_pct: 69.2
  rsz0062_at_grt: "false"
  clock.fmax_mhz: 251
  period_used_pct: 83.0
  hold_violations: 0
  totalNegativeSetupSlack_ns: 0
  setup_violations: 0
  tightest_slew_ns: 0.460
  setup_slack_ns: 0.816
floorplanning:
  ioPinCount: 29
  floorplan.core_util_pct: 11.8
  die_w_um: 80
  die_h_um: 80
  placementRows: 21
  dieArea_um2: 6400
  core_area_um2: 3420
placed_design:
  gp_congestion: 0.749
  io_buffer_count: 29
  numPlacedInstances: 142
  hpwlAfterDp_mm: 1.28
  placed_area_um2: 701
  dp_slack_ns: 0.826
layout:
  seqCellArea_um2: 0
  layout_top_cells: "29 x clkdlybuf4s50_1, 10 x a21oi_1, 9 x nor3_1, 9 x nor2_1, 8 x o21ai_0"
  drive_above_1_share_pct: 0
  design.seq.count: 0
  n_fill_cell: 394
  synthToLayoutAreaGrowth_pct: 73.9
  clock_buffers: 0
  layout_top_cell: "clkdlybuf4s50_1"
  instances_no_fill: 142
  final_util_pct: 20.5
  comb_area_um2: 338
  design_area_um2: 701
worst_setup_path:
  endpoint_kind: "primary output"
  cpMaxStageDelayCell: "clkdlybuf4s50_1"
  critPathRequiredTime_ns: 3.84
  startpoint_type: "input port"
  worstPathArrival_ns: 3.02
  max_stage_delay_ns: 0.73
  crit_top_cell: "clkdlybuf4s50_1"
  critical_path_class: "input port to primary output"
  worstPathCellList: "clkdlybuf4s50_1 -> and4b_1 -> a31oi_1 -> nor4_1 -> o31ai_1 -> clkdlybuf4s50_1"
  cp_max_fo: 14
logic_synthesis:
  netlist_instances: 75
  yosys_warnings: 2
  yosys.area.top_type_share_pct: 12.4
  syn_area_um2: 403
  yosysUniqueCellTypes: 26
  ys_cells: 75
  ys_seq_share_pct: 0
  top_cells_by_area: "a21oi_1 12%, nor3_1 11%, o21ai_0 9.9%"
  top_area_cell: "a21oi_1"
  ys_chip_area_um2: 403
  synth_area_per_cell_um2: 5.37
drt:
  wirelength_mm: 1.55
  antenna_cells: 0
  drt_iter0_markers: 83
  via_per_inst: 4.13
  vias: 587
  drt_first_pass_iters: 4
  drc: 0
  post_drt_wl_per_cell_um: 10.9
  antenna_left: 0
job:
  maxCapViolCount: 0
  tool_warnings: 32
global_route:
  overflow: 0
  grt_max_degree: 16
  grt_first_pass_wirelength_mm: 2.62
  grt_use_total_pct: 4.71
  antenna_found_initial: 0
  first_global_vias: 550
outcome:
  outcome: "finished, final reports clean"
pwr:
  totalPowerFinal_mw: 0.0429
  powerDensity_nw_per_um2: 61.2
  p_leak_nw: 0.225
  ir_drop_mv: 0.00799
cts:
  ctsHoldBuffers: 0
  cts_setup_buffers: 0
  cts_resized: 0
worst_hold_path:
  min_path_type: "input port to primary output"
==> synthesized netlist by cell type <==
library cell,count
a21oi_1,10
inv_1,4
buf_4,2
and3_1,1
o21ai_0,8
xor2_1,1
nand3_1,4
a31oi_1,2
buf_2,4
nor2b_1,3
or2_1,1
nor2_1,9
o31ai_1,1
nor4_1,2
or3_1,1
or4_1,1
and4b_1,1
buf_1,1
and2_1,1
nor3_1,9
nand2b_1,1
a41oi_1,1
o32ai_1,1
buf_6,1
nand2_1,4
nor3b_1,1
==> cells by family (layout without fill, tap and decap cells) <==
| logic type | Yosys count | after routing | share of synthesized area (%) |
|---|---|---|---|
| XOR/XNOR | 1 | 1 | 2.17 |
| AND/OR/NAND/NOR | 39 | 39 | 50.0 |
| AND-OR/OR-AND | 23 | 23 | 31.7 |
| buffers and inverters | 12 | 33 | 16.1 |
==> path summary, 6_finish.rpt <==
path / start / to / slack (ns) / cells past startpoint
worst max-delay path: instruction[4] / ALU_Selector[1] / 0.82 / 6
worst min-delay path: instruction[1] / operand_A[0] / 2.95 / 4
==> worst max-delay path: cells and delay by family <==
family,cells,cell delay (ns)
and+or+nand+nor,2,0.36
AOI/OAI and AO/OA,2,0.46
buffers and inverters,2,1.24
==> layer usage <==
metal  wire length [um]  global-route usage [%]
met5                  0                       0
met4                  0                       0
met3                149                    1.25
met2                757                    8.27
met1                645                    5.93
==> power by group <==
group	switching [mW]	total [mW]	internal (mW)
combinational	0.0199	0.0429	0.0230
clock	0	0	0
sequential	0	0	0
==> cell type report <==
cell class	instances	share of cell area [%]
inverter	4	2.14
multi-input combinational	63	48.2
tap	46	8.21
timing repair buffer	29	41.4
Power and IR drop assume default switching activity.
